==> run.sh <==
#!/bin/bash
# OpenROAD 26Q1-2900-gdf79404cd8, Yosys 0.63+post, stock flow scripts
make -C /OpenROAD-flow-scripts/flow DESIGN_CONFIG=/design/flow/config.mk WORK_HOME=/design/flow/orfs finish
==> config.mk <==
export PLATFORM = sky130hd
export DESIGN_NAME = main_processor
export DESIGN_NICKNAME = main_processor
export VERILOG_FILES = /design/flow/design.v
export SDC_FILE = /design/flow/constraint.sdc
export NUM_CORES = 4
export LEC_CHECK = 1
export CORE_AREA = 10 10 70 70
export DIE_AREA = 0 0 80 80
==> constraint.sdc <==
current_design main_processor

set clk_period 2.2
set clk_io_pct 0.2

create_clock -name clk0 -period $clk_period [get_ports {clk}]

set non_clock_inputs [all_inputs -no_clocks]
set_input_delay [expr $clk_period * $clk_io_pct] -clock clk0 $non_clock_inputs
set_output_delay [expr $clk_period * $clk_io_pct] -clock clk0 [all_outputs]
==> design.v <==
`timescale 1ns / 1ps
module accu(
    input [7:0] a,
    input [7:0] b,
    input [1:0] sel,
	 output reg [7:0] out
    );
wire cout,cout1,cout3;
wire [7:0] out1,out2,out3,tout;
reg [7:0] b_c=8'b00000001;
wire[7:0] not_b;
assign not_b=~b;
ripple_adder ra3(not_b,b_c,tout,cout3);
ripple_adder ra2(a,tout,out2,cout1);
ripple_adder ra1(a,b,out1,cout);
assign out3=b;
always@(*)
begin
if(sel==2'b00)
begin
	out<=out1;
end
	else if(sel==2'b01)
begin
	out<=out2;
end
else
begin
	out<=out3;
end
end	
endmodule
`timescale 1ns / 1ps
module cu(instruction_register, clk, mux_select, alu_select, register_enable, g_enable, a_enable, IR_enable,
	state);	
input [7:0]instruction_register;
input clk;
output reg[4:0]mux_select;
output reg [1:0]alu_select;
output reg [7:0]register_enable;
output reg g_enable;
output reg a_enable;
output reg IR_enable;
output reg [2:0]state;
reg [2:0]next_state;
initial 
	begin 
		 state = 3'b000;
		 next_state = 3'b000;
	end
integer bookmark;
always@(posedge clk)
	begin 
		mux_select = 5'b11111;
		register_enable = 8'b00000000;
		a_enable = 1'b0;
		g_enable = 1'b0;
		bookmark = instruction_register[5:3];
		if( state == 3'b000)
			begin 
				IR_enable <= 1'b1;
				next_state <= 3'b001;
			end
		else if (state == 3'b001)
			begin 
				IR_enable <= 1'b0;
				next_state <= 3'b010;
			end
		else if (state == 3'b010)
			begin 
				if (instruction_register[7:6] == 2'b00)
					begin 
						mux_select[4:2] <= instruction_register[2:0];
						mux_select[1:0] <= 2'b00;
						register_enable[bookmark] <= 1'b1;
						next_state <= 3'b000;
					end
				else if (instruction_register[7:6] == 2'b01)
					begin 
						register_enable[bookmark] <= 1'b1;
						mux_select <= 5'b00010;
						next_state <= 3'b000;
					end
				else if(instruction_register[7:6] == 2'b10)
					begin 
						mux_select[4:2] <= instruction_register[5:3];
						mux_select[1:0] <= 2'b00;
						a_enable <= 1'b1;
						next_state <= 3'b011;
					end
				else if (instruction_register[7:6] == 2'b11)
					begin
						mux_select[4:2] <= instruction_register[5:3];
						mux_select[1:0] <= 2'b00;
						a_enable <= 1'b1;
						next_state <= 3'b101;
					end
			end
		else if (state == 3'b011)
			begin
				mux_select[4:2] <= instruction_register[2:0];
				mux_select[1:0] <= 2'b00;
				alu_select <= 2'b00;
				g_enable <= 1'b1;
				next_state <= 3'b100;
			end
		else if (state == 3'b100)
			begin 
				mux_select <= 5'b00001;
				register_enable[bookmark] <= 1'b1;
				next_state <= 3'b000;
			end	
		else if (state == 3'b101)
			begin
				mux_select[4:2] <= instruction_register[2:0];
				mux_select[1:0] <= 2'b00;
				alu_select <= 2'b01;
				g_enable <=1'b1;
				next_state <= 3'b100;
			end
	end
always@(negedge clk)
	begin
		state <= next_state;
	end
endmodule
`timescale 1ns / 1ps
module full_add(
    input x,
    input y,
    input cin,
    output sum,
    output cout
    );
wire p_sum;
wire p_carry;
wire pp_carry;
half_adder ha1(x,y,p_sum,p_carry);
half_adder ha2(p_sum,cin,sum,pp_carry);
assign cout=p_carry||pp_carry;
endmodule
`timescale 1ns / 1ps
module half_adder(
    input x,
    input y,
    output sum,
    output carry
    );
assign sum=x^y;
assign carry=x&y;
endmodule 
`timescale 1ns / 1ps
module main_processor(
    input [7:0]Din,
	 input clk,
	 output [2:0]state
    );
cu cu_1(IR_out_1, clk,  mux_select, alu_select, r_enable, g_enable, a_enable, IR_enable, state);
regi R0(Bus, clk, r_enable[0], r0);
regi R1(Bus, clk, r_enable[1], r1);
regi R2(Bus, clk, r_enable[2], r2);
regi R3(Bus, clk, r_enable[3], r3);
regi R4(Bus, clk, r_enable[4], r4);
regi R5(Bus, clk, r_enable[5], r5);
regi R6(Bus, clk, r_enable[6], r6);
regi R7(Bus, clk, r_enable[7], r7);
regi A(Bus, clk, a_enable, a_out);
regi G(alu_out, clk, g_enable, g_out);
regi IR(Din, clk, IR_enable, IR_out_1);
mux m(Din, r0, r1, r2, r3, r4, r5, r6, r7, g_out, mux_select, Bus);
accu al(a_out, Bus, alu_select, alu_out);
wire [7:0]IR_out_1;
wire [7:0]Bus;
wire [7:0]a_out;
wire [7:0]g_out;
wire a_enable,g_enable;
wire [4:0]mux_select;
wire IR_enable;
wire [7:0]r_enable;
wire [7:0]r0;
wire [7:0]r1;
wire [7:0]r2;
wire [7:0]r3;
wire [7:0]r4;
wire [7:0]r5;
wire [7:0]r6;
wire [7:0]r7;
wire [7:0]alu_out;
wire [1:0]alu_select;
endmodule
`timescale 1ns / 1ps
module mux(
    input [7:0] din,
    input [7:0] r0,
    input [7:0] r1,
    input [7:0] r2,
    input [7:0] r3,
    input [7:0] r4,
    input [7:0] r5,
    input [7:0] r6,
    input [7:0] r7,
    input [7:0] fout,
    input [4:0] sel,
    output reg [7:0] out
    );
always@(sel or r0 or r1 or r2 or r3 or r4 or r5 or r6 or r7 or din or fout)
begin:MUX
case(sel)
	5'b00000: out<=r0;
	5'b00100: out<=r1;
	5'b01000: out<=r2;
	5'b01100: out<=r3;
	5'b10000: out<=r4;
	5'b10100: out<=r5;
	5'b11000: out<=r6;
	5'b11100: out<=r7;
	5'b00010: out<=din;
	5'b00001: out<=fout;
endcase 	
end
endmodule
`timescale 1ns / 1ps
module regi(
    input [7:0] in,
    input clk,
    input sel,
    output reg[7:0] out
    );
always@(negedge clk)
begin
if (sel==1'b1)
	begin
		out<=in;
	end
else 
	begin
		out <= out;
	end
end
endmodule
`timescale 1ns / 1ps
module ripple_adder(
    input [7:0] x,
    input [7:0] y,
	 output [7:0] sum,
    output  cout
    );
wire cin=1'b0; 
wire carry1,carry2,carry3,carry4,carry5,carry6,carry7;
full_add fa1(x[0],y[0],cin,sum[0],carry1);
full_add fa2(x[1],y[1],carry1,sum[1],carry2);
full_add fa3(x[2],y[2],carry2,sum[2],carry3);
full_add fa4(x[3],y[3],carry3,sum[3],carry4);
full_add fa5(x[4],y[4],carry4,sum[4],carry5);
full_add fa6(x[5],y[5],carry5,sum[5],carry6);
full_add fa7(x[6],y[6],carry6,sum[6],carry7);
full_add fa8(x[7],y[7],carry7,sum[7],cout);
endmodule 
==> qor.json <==
{
  "crit_path_end": {"value": "state[1]"},
  "floorplan.io_pins": {"value": 12},
  "ys_cells": {"value": 24},
  "grt_total_usage": {"value": 1.68, "unit": "%"},
  "cp_cell_sequence": {"value": "buf_2"},
  "power_density_relative_to_cell_area": {"value": 1340, "unit": "mW/mm^2"},
  "synth_flops": {"value": 9},
  "power": {"value": 0.610, "unit": "mW"},
  "rsz0062_at_grt": {"value": "true"},
  "cp-start-kind": {"value": "flop"},
  "slew_headroom": {"value": 87.5, "unit": "%"},
  "num-fill-cells": {"value": 403},
  "vias_in_the_first_global_route": {"value": 176},
  "design_area": {"value": 455, "unit": "sq um"},
  "family_with_the_most_delay_on_the_worst_path": {"value": "flip-flops"},
  "die_area": {"value": 0.00640, "unit": "sq mm"},
  "switching_share": {"value": 29.7, "unit": "%"},
  "flow.area_growth_from_synthesis": {"value": 49.8, "unit": "%"},
  "core_area": {"value": 0.00342, "unit": "sq mm"},
  "detailedRoute.firstIterationViolations": {"value": 5},
  "worst_setup_path_startpoint": {"value": "cu_1.state[1]"},
  "post-route-worst-setup-slack": {"value": -70.5, "unit": "ps"},
  "antenna_violations_before_repair": {"value": 0},
  "layout-drive-gt1-share": {"value": 33.3, "unit": "%"},
  "cell_type_contributing_the_most_total_cell_area_after_synthesis": {"value": "sky130_fd_sc_hd__dfxtp_1"},
  "worstReg2RegEnd": {"value": "cu_1.IR_enable"},
  "initial_utilization": {"value": 8.90, "unit": "%"},
  "yosysTopAreaCellShare": {"value": 46.1, "unit": "%"},
  "die_height": {"value": 80, "unit": "um"},
  "layout_top_cells": {"value": "sky130_fd_sc_hd__inv_1 (6), sky130_fd_sc_hd__dfxtp_1 (4)"},
  "tritoncts.num_buffers": {"value": 3},
  "critPathArrivalTime": {"value": 1830, "unit": "ps"},
  "clock_skew": {"value": 64.6, "unit": "ps"},
  "vias": {"value": 216},
  "post_route_wl": {"value": 541, "unit": "um"},
  "clk_pin_slew_worst_paths": {"value": 60, "unit": "ps"},
  "clock_power_share": {"value": 25.3, "unit": "%"},
  "max_slew.worst_pin.slew": {"value": 186, "unit": "ps"},
  "die-width": {"value": 80, "unit": "um"},
  "detailed_place.area": {"value": 423, "unit": "sq um"},
  "synth.avg_cell_area": {"value": 12.7, "unit": "sq um"},
  "critical_path.max_stage_delay": {"value": 310, "unit": "ps"},
  "finalWeightedCongestion": {"value": 0.704},
  "yosysUniqueCellTypes": {"value": 16},
  "yosys-top-cells-area": {"value": "sky130_fd_sc_hd__dfxtp_1 (46%), sky130_fd_sc_hd__edfxtp_1 (20%), sky130_fd_sc_hd__buf_6 (3.7%)"},
  "rrSetupSlack": {"value": -20, "unit": "ps"},
  "totalNegativeSetupSlack": {"value": -225, "unit": "ps"},
  "post_cts_hold_buffer_count": {"value": 0},
  "grt_remaining_overflow": {"value": 0},
  "worst_setup_path_end_kind": {"value": "output pin"},
  "crit_path_max_fanout": {"value": 2},
  "floorplan.rows": {"value": 21},
  "yosys_reported_design_area_after_synthesis": {"value": 304, "unit": "sq um"},
  "tritoncts": {"value": "yes"},
  "antenna_cells_inserted": {"value": 0},
  "remaining_drc_errors": {"value": 0},
  "grt_max_degree": {"value": 10},
  "switching_power": {"value": 0.181, "unit": "mW"},
  "timing.critical_path.slowest_stage_cell": {"value": "sky130_fd_sc_hd__dfxtp_2"},
  "timing.rr.start": {"value": "cu_1.state[1]"},
  "buffer_count_from_post_cts_setup_fixing": {"value": 0},
  "seq_area_frac_synth": {"value": 65.8, "unit": "%"},
  "finalSetupViolCount": {"value": 4},
  "ff_to_ff_path_depth": {"value": 3},
  "status": {"value": "finished, violations left"},
  "power.share.combinational": {"value": 28.5, "unit": "%"},
  "drv_cap": {"value": 0},
  "failing_checks": {"value": "negative setup slack"},
  "grt_pass1_wl": {"value": 800, "unit": "um"},
  "placement.io_buffers": {"value": 5},
  "htree_num_levels": {"value": 1},
  "instance_tally_after_logic_synthesis": {"value": 24},
  "hold_viol": {"value": 0},
  "area_of_combinational_cells_with_multiple_inputs": {"value": 91.3, "unit": "sq um"},
  "fin_util": {"value": 13.3, "unit": "%"},
  "wirelength_per_cell": {"value": 6.36, "unit": "um"},
  "log.warning_count": {"value": 38},
  "intPower": {"value": 0.429, "unit": "mW"},
  "total_leakage_power": {"value": 0.188, "unit": "nW"},
  "p_seq_share": {"value": 46.2, "unit": "%"},
  "worst-setup-path-type": {"value": "flop to output pin"},
  "clock_tree.root_cell": {"value": "sky130_fd_sc_hd__clkbuf_4"},
  "cts_max_path_buffers": {"value": 2},
  "layout.area.seq": {"value": 204, "unit": "sq um"},
  "lay_top_count": {"value": "sky130_fd_sc_hd__inv_1"},
  "viasPerCell": {"value": 2.54},
  "route.antenna.remaining_nets": {"value": 0},
  "dr.pass1.iters": {"value": 2},
  "final_tally_of_max_slew_violations": {"value": 0},
  "post_synth_design_cell_area": {"value": 304, "unit": "sq um"},
  "synth.yosys.warnings": {"value": 4},
  "cp.required": {"value": 1760, "unit": "ps"},
  "timing.critical_path.depth": {"value": 1},
  "clock_insertion_delay_worst_skew": {"value": 320, "unit": "ps"},
  "critical_path.n_buffers_inverters": {"value": 1},
  "worst_ir_drop_vdd": {"value": 602, "unit": "uV"},
  "cts.sink_count": {"value": 9},
  "worst_hold_path_type": {"value": "flop to flop"}
}
cell usage after synthesis:
cell / instances
sky130_fd_sc_hd__a211oi_1: 1
sky130_fd_sc_hd__a21oi_1: 1
sky130_fd_sc_hd__o211ai_1: 1
sky130_fd_sc_hd__or3b_1: 1
sky130_fd_sc_hd__o21a_1: 1
sky130_fd_sc_hd__and3b_1: 1
sky130_fd_sc_hd__nand4bb_1: 1
sky130_fd_sc_hd__inv_1: 1
sky130_fd_sc_hd__dfxtp_1: 7
sky130_fd_sc_hd__o31ai_1: 1
sky130_fd_sc_hd__nor2_1: 1
sky130_fd_sc_hd__nor3_1: 1
sky130_fd_sc_hd__buf_6: 1
sky130_fd_sc_hd__nor2b_1: 1
sky130_fd_sc_hd__nand3_1: 2
sky130_fd_sc_hd__edfxtp_1: 2
cells by family (layout without fill, tap and decap cells):
logic type | after synthesis | in the layout | synth area share, %
compound gates | 5 | 5 | 11.5
flops | 9 | 9 | 65.8
simple gates | 8 | 8 | 17.7
buf+inv | 2 | 17 | 4.94
final cells by class:
| cell class | instances | share of cell area (%) |
|---|---|---|
| sequential | 9 | 44.8 |
| multi-input combinational | 13 | 20.1 |
| timing repair buffer | 8 | 12.6 |
| tap | 46 | 12.6 |
| clock buffer | 3 | 4.95 |
| clock inverter | 6 | 4.95 |
metal layers:
layer / track usage [%] / share of wire (%)
met5: 0 / 0
met4: 0 / 0
met3: 1.70 / 12
met2: 1.36 / 29
met1: 2.71 / 58
worst min-delay path by stage:
stage | from | to | slack [ps] | cells after the start
5_1_grt | cu_1.next_state[0] | cu_1.next_state[0] | 490 | 2
4_1_cts | cu_1.next_state[0] | cu_1.next_state[0] | 470 | 2
6_report | cu_1.next_state[0] | cu_1.next_state[0] | 460 | 2
what timing repair did:
action | 4_1_cts | 5_1_grt
setup endpoints to repair | 5 | 5
gates cloned | 0 | 0
pin swaps | 0 | 1
resized | 13 | 0
power by group through the flow:
stage / clock (mW) / sequential [mW] / combinational, mW
CTS: 0.163 / 0.282 / 0.178
global route: 0.181 / 0.288 / 0.195
finish: 0.154 / 0.282 / 0.174
sequential cells by signal (all words and copies together) (netlist names):
signal / count
IR.out: 2
cu_1.IR_enable: 1
cu_1.next_state: 3
cu_1.state: 3
through the flow:
stage                     cells  worst slack [ps]  hold slack [ps]
after floorplan              24               123              439
after global placement       77              -135              449
after detailed placement     77              -140              457
after CTS                    85             -84.4              467
after global routing         85              -126              494
final                        85             -70.5              462
Power figures rest on the tool's default switching activity, not on a simulated workload.
